## constraint.sdc

```tcl
current_design lab4_2

set clk_period 12.5
set clk_io_pct 0.2

create_clock -name clk0 -period $clk_period [get_ports {clk}]

set non_clock_inputs [all_inputs -no_clocks]
set_input_delay [expr $clk_period * $clk_io_pct] -clock clk0 $non_clock_inputs
set_output_delay [expr $clk_period * $clk_io_pct] -clock clk0 [all_outputs]
```

## run.sh

```bash
#!/bin/bash
# OpenROAD 26Q1-2900-gdf79404cd8, Yosys 0.63+post, stock flow scripts
make -C /OpenROAD-flow-scripts/flow DESIGN_CONFIG=/design/flow/config.mk WORK_HOME=/design/flow/orfs finish
```

## design.v

```verilog
		`timescale 1ns / 1ps
module lab4_2( 
              input wire      mode,
              input wire[2:0] opCode,
              input wire[3:0] value,
              input clk,
              input reset,
              output reg[9:0] result,
              output reg cacheFull,
              output reg invalidOp,
              output reg overflow);
	reg [2:0] opcode_array[0:31];
	reg [3:0] value_array[0:31];
	integer i;
	reg [10:0] counter;
	reg [10:0] counter2;
	reg [20:0] p0;
	reg [20:0] p1;
	reg [10:0] temp_for_p0_p1_change;	
	reg temp_for_bit_change;
	reg [6:0] PC;
	reg [6:0] begin_PC;
	reg flag;
   initial begin
		for(i=0;i<32;i=i+1) begin
			opcode_array[i] = 0;
			value_array[i] = 0;
		end
		invalidOp = 0;  
		cacheFull = 0;
		overflow = 0;
		counter = 0;	  
		counter2 = 0;	  
		p0 = 0;	  
		p1 = 0;  
		PC = 0;
		flag = 0;
		result = 0;
    end
    always @(posedge clk or posedge reset) begin 
		if(reset) begin
			for(i=0;i<32;i=i+1)begin
				opcode_array[i] = 0;
				value_array[i] = 0;
			end
		   invalidOp = 0;  
			cacheFull = 0;
			overflow = 0;
		   counter = 0;	  
		   counter2= 0;	  
		   p0 = 0;	  
		   p1 = 0;  
		   PC = 0;
		   flag = 0;
		end else begin
			if(mode == 1) begin 
				temp_for_p0_p1_change = p0;
			   if(opcode_array[PC] == 0) begin		  
					p0 = p0 + value_array[PC]; 			  
			   end
			   if(opcode_array[PC] == 1) begin
					p0 = p0 + p1 + value_array[PC];				  
			   end
			   if(opcode_array[PC] == 2) begin
					p0 = p0 * p1 + value_array[PC];					
			   end
			   if(opcode_array[PC] == 4) begin 
					counter2 = 0;
					for(i=0;i<10;i=i+1) begin			
						if(p0[i] == 1) counter2 = counter2 + 1; 						
					end			
					p0 = counter2;	  
			   end
			   if(opcode_array[PC] == 5) begin
					for(i=0;i<5;i=i+1) begin
						temp_for_bit_change = p0[i];			
						p0[i] = p0[9-i];			
						p0[9-i] = temp_for_bit_change;
					end
			   end
			   if(opcode_array[PC] == 6) begin					
					begin_PC = value_array[PC];
			   end
			   flag = 0;
			   for(i=10;i<21;i=i+1)begin				  
					if (p0[i] == 1) flag = 1;
					p0[i] = 0;
			   end
				if(flag == 0) begin		
					overflow = 0;	
				end	
				else begin	
					overflow = 1;	
				end
				PC = PC + 1;
				if(PC >= counter) begin  
					PC = begin_PC;			  
				end
				p1 = temp_for_p0_p1_change; 
				result = p0;
			end else begin 
				if(opCode == 3 || opCode == 7)begin	
					invalidOp = 1;	
				end else begin			
					invalidOp = 0;	
					if(counter > 31) begin		
						cacheFull = 1;		
					end else begin	
						opcode_array[counter] = opCode;	
						value_array[counter] = value;	
						counter = counter + 1;
					end
				end
			end
		end 		
    end
endmodule
```

## config.mk

```make
export PLATFORM = sky130hd
export DESIGN_NAME = lab4_2
export DESIGN_NICKNAME = lab4_2
export VERILOG_FILES = /design/flow/design.v
export SDC_FILE = /design/flow/constraint.sdc
export NUM_CORES = 4
export LEC_CHECK = 1
export CORE_UTILIZATION = 50
```

==> flow_summary.ini <==
; yosys + openroad results
[drt]
wl_met2_microns = 27160
insertedDiodeCount = 0
drt_iter0_drc = 986
wl_per_cell_microns = 23.37
drt-total-wl_microns = 57920
via_per_inst = 5.998
dr.max_layer_used = met4
drc_errors = 0
wl_met1_microns = 25220
drtAntennaViolNets = 0
route.met3.wl_microns = 3416
drtPass1Iterations = 5
vias = 14860

[final_timing]
slew_violations = 0
relSlewSlack_pct = 29.83
fin_crit_ns = 11.89
hold_viol_final = 0
clock_skew_ns = 0.02981
hold_ws_ns = 0.3738
setup_violations = 0
max_slew.worst_pin.slew_ns = 1.050
fmax_mhz = 84.07
finalWorstSetupSlack_ns = 0.6051
finalSetupTns_ns = 0
finalCritPeriodShare_pct = 95.16

[setup_path]
cp_common_cell = ha_1
cp_slowest_cell = fa_1
cp-end-kind = register
critPathTopFamily = adder cells
reg2reg_from = PC[4]$_DFFE_PP0P_
crit_start = PC[4]$_DFFE_PP0P_
worst_setup_path_start_kind = register
timing.rr.end = result[4]$_DFFE_PP_
arrival_ns = 12.15
cp.depth = 48
rrSetupSlack_ns = 0.61
cp_max_fo = 15
reg2reg_depth = 48
slowest_delay_ns = 0.59
criticalPathCategory = reg -> reg
cp_data_required_time_ns = 12.75
critPathBufInv = 6
crit_end = result[4]$_DFFE_PP_

[floorplan]
rows = 72
die_h_microns = 201.8
fp_util_pct = 51.16
core_area_sq_mm = 0.03901
dieWidth_microns = 201.8
ios = 23
die_area_sq_mm = 0.04072

[synthesis]
yosysUniqueCellTypes = 96
syn_area_per_cell_sq_um = 10.55
largest_area_cell = dfrtp_1
ys_seq_share_pct = 35.78
syn_area_sq_mm = 0.01996
yosys_cells = 1892
flop_cell = dfrtp_1
synth_cells = 1892
synth.top_cell.area_share_pct = 33.23
ys_area_sq_mm = 0.01996
synth.most_common_cell = dfrtp_1
common_cells = dfrtp_1, mux2_2, nand2_1
top_cells_by_area = dfrtp_1, mux2_2, fa_1
edf_count = 17
synthArstFlopShare_pct = 93.97
numSynthFlops = 282
yosysWarningCount = 3

[cts]
cts_max_level = 2
cts_inserted_buffers = 34
insertion_delay_ns = 0.54
cts_hold_buf = 0
cts_tree = built
path_clk_slew_ns = 0.06
clk_path_buf_depth = 3
clockRootBuffer = clkbuf_16
clkSinkCount = 282

[final_layout]
area_growth_pct = 11.79
final_cells = 2478
layout-drive-gt1-share_pct = 24.23
fin_util_pct = 57.20

[global_route]
grt_first_pass_wirelength_microns = 91560
grt_max_degree = 70
track_usage_pct = 31.09
overflow = 0
antenna_found_initial = 0
grt_pass1_vias = 15030

[placed_design]
dp.cells = 2409
place_congestion = 0.9707
dp_hpwl_microns = 42250
portBuffers = 22
place_ws_ns = -0.09576

[worst_hold_path]
hold_path_class = reg -> reg

[flow_run]
drv_cap = 0
tool_warnings = 34

[run_status]
status = finished, final reports clean
## per-stage QoR
stage	area, sq um
floorplan	19960
global placement	21030
detailed placement	21030
CTS	22120
global route	22310
finish	22310
## logic make-up (layout without fill, tap and decap cells)
logic type / count (synthesis) / after routing / share of synthesized area [%]
AND/OR/NAND/NOR: 451 / 451 / 11.51
XOR/XNOR: 63 / 63 / 2.953
flip-flops: 282 / 282 / 35.78
adder cells (fa/ha/maj): 200 / 200 / 15.81
AND-OR/OR-AND: 349 / 349 / 12.46
buffers and inverters: 257 / 325 / 5.304
multiplexers: 290 / 290 / 16.17
## final cells by class
type | instances | area [sq um]
Fill cell | 3289 | 16700
Multi-Input combinational cell | 1353 | 11920
Sequential cell | 282 | 7146
Clock buffer | 49 | 987.2
Timing Repair Buffer | 122 | 982.2
Tap cell | 518 | 648.1
Inverter | 141 | 536.8
Clock inverter | 13 | 90.09
## worst min path at each step
stage / start / end / slack, ns / depth (start not counted)
CTS: counter[10]$_DFFE_PP0P_ / counter[10]$_DFFE_PP0P_ / 0.38 / 0
global route: counter[7]$_DFFE_PP0P_ / counter[7]$_DFFE_PP0P_ / 0.39 / 0
finish: counter[10]$_DFFE_PP0P_ / counter[10]$_DFFE_PP0P_ / 0.37 / 0
## repair_timing
item                       4_1_cts  5_1_grt
setup buffers                    0        7
setup endpoints to repair        2       10
gates resized                    3       34
pin swaps                        0       10
## flip-flops by register name, summed over array words and instances (netlist names), 7 cells and up
register and cells:
PC 7, begin_PC 7, counter 11, opcode_array 96, p0 10, p1 10
result 10, value_array 128
## routing by layer
layer,global-route usage (%),up-vias
met2,47.58,429
met1,47.56,7530
li1,-,6793
met3,5.553,110
met4,9.037,0
met5,0,-
## cell usage in the layout (no fill, tap or decap), drive strengths merged, types with 8 or more instances in the layout
| cell | netlist | layout |
|---|---|---|
| a31oi | 20 | 20 |
| and4 | 8 | 8 |
| inv | 139 | 141 |
| clkinv | 2 | 12 |
| a22o | 10 | 10 |
| nor2 | 73 | 73 |
| xnor2 | 48 | 48 |
| o21bai | 15 | 15 |
| mux2 | 257 | 257 |
| nand3 | 31 | 31 |
| or2 | 8 | 8 |
| nor2b | 17 | 17 |
| dfrtp | 265 | 265 |
| a21oi | 64 | 64 |
| nor3 | 18 | 18 |
| nand2 | 161 | 161 |
| nand2b | 14 | 14 |
| and2 | 52 | 52 |
| ha | 113 | 113 |
| edfxtp | 17 | 17 |
| clkdlybuf4s50 | 0 | 21 |
| mux2i | 33 | 33 |
| a21o | 23 | 23 |
| and3 | 17 | 17 |
| a211oi | 8 | 8 |
| xor2 | 15 | 15 |
| o22ai | 16 | 16 |
| o21ai | 68 | 68 |
| fa | 87 | 87 |
| a221oi | 12 | 12 |
| a22oi | 20 | 20 |
| o211ai | 9 | 9 |
| nand4 | 10 | 10 |
| a32o | 8 | 8 |
| buf | 30 | 101 |
| clkbuf | 86 | 49 |
