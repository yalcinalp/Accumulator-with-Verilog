<file path="flow/design.v">
`timescale 1ns / 1ps
module lab4ROM (input [3:0] romAddr, output reg[4:0] romOutput);
reg [4:0] data[15:0];
initial begin
    data[0] = 5'b00000;
    data[1] = 5'b00001;
    data[2] = 5'b00110;
    data[3] = 5'b00111;
    data[4] = 5'b01011;
    data[5] = 5'b01100;
    data[6] = 5'b01101;
    data[7] = 5'b01110;
    data[8] = 5'b11101;
    data[9] = 5'b11110;
    data[10] = 5'b11111;
    data[11] = 5'b10000;
    data[12] = 5'b10111;
    data[13] = 5'b11000;
    data[14] = 5'b11001;
    data[15] = 5'b11010;
end
always @(romAddr)
romOutput = data[romAddr];
endmodule
module lab4RAM (
	input ramMode,  
	input [3:0] ramAddr, 
	input [4:0] ramInput,
	input  ramOp,  
	input [1:0] ramArg,   
	input CLK, 
	output reg [8:0] ramOutput);
reg[8:0] register[0:15];
integer j;
integer temp_arguman;
reg[8:0] formul_katsayilari[4:0];
reg[8:0] formule_koyulacak_sayi;
initial begin
		for(j = 0; j < 16; j = j+ 1) begin
			register[j] = 9'b000_000_000;
		end
		ramOutput = 9'b000_000_000;
	end
always @(ramMode)begin
	if(ramMode == 	0)begin
	ramOutput = register[ramAddr];
	end
end
always @(posedge CLK)begin
    if(ramMode == 1)begin
		for(j=0; j<5; j = j+ 1)begin
			if(ramInput[j] == 1)begin
			formul_katsayilari[j] = -1;
			end
			else begin	
				formul_katsayilari[j] = 1;
				end
		end
	end	
	    if(ramArg == 0)begin
			formule_koyulacak_sayi = +1;
	    end
		if(ramArg == 1)begin
				formule_koyulacak_sayi = +2;
		end
		if(ramArg == 2)begin
				formule_koyulacak_sayi = -1;
		end
		if(ramArg == 3)begin
				formule_koyulacak_sayi = -2;
		end		
		if(ramOp == 0)begin  
		register[ramAddr] =  
		formule_koyulacak_sayi*formule_koyulacak_sayi*formule_koyulacak_sayi*formule_koyulacak_sayi*formul_katsayilari[4]+
		formule_koyulacak_sayi*formule_koyulacak_sayi*formule_koyulacak_sayi*formul_katsayilari[3]+
		formule_koyulacak_sayi*formule_koyulacak_sayi*formul_katsayilari[2]+
		formule_koyulacak_sayi*formul_katsayilari[1]+
		formul_katsayilari[0];
		end
		else if(ramOp == 1)begin
		register[ramAddr] =  
		formule_koyulacak_sayi*formule_koyulacak_sayi*formule_koyulacak_sayi*4*formul_katsayilari[4]+
		formule_koyulacak_sayi*formule_koyulacak_sayi*3*formul_katsayilari[3]+
		formule_koyulacak_sayi*2*formul_katsayilari[2]+
		formul_katsayilari[1];
		end
		if (register[ramAddr][8] == 1)begin
			register[ramAddr]= register[ramAddr]*(-1);
			register[ramAddr][8] = 1;
		end
end		
endmodule
</file>
<file path="flow/run.sh">
#!/bin/bash
# OpenROAD 26Q1-2900-gdf79404cd8, Yosys 0.63+post, stock flow scripts
make -C /OpenROAD-flow-scripts/flow DESIGN_CONFIG=/design/flow/config.mk WORK_HOME=/design/flow/orfs finish
</file>
<file path="flow/config.mk">
export PLATFORM = sky130hd
export DESIGN_NAME = lab4ROM
export DESIGN_NICKNAME = lab4ROM
export VERILOG_FILES = /design/flow/design.v
export SDC_FILE = /design/flow/constraint.sdc
export NUM_CORES = 4
export LEC_CHECK = 1
export CORE_AREA = 10 10 70 70
export DIE_AREA = 0 0 80 80
</file>
<file path="flow/constraint.sdc">
current_design lab4ROM

set clk_period 1.4
set clk_io_pct 0.2

create_clock -name clk0 -period $clk_period

set non_clock_inputs [all_inputs -no_clocks]
set_input_delay [expr $clk_period * $clk_io_pct] -clock clk0 $non_clock_inputs
set_output_delay [expr $clk_period * $clk_io_pct] -clock clk0 [all_outputs]
</file>
==> run notes <==
The run finished, with violations left. The checks that failed: negative setup slack. The gate-level netlist out of Yosys references 11 unique cell types. The tools report the total number of sequential cells as 0. The largest single stage delay on the critical path is 0.43 ns. The run gives 717 um as the first-pass GRT wire length.

The logs give 0.777 for the final weighted congestion of routability-driven global placement and 0 for the final max-slew violation count. The run gives -0.0285 ns as the slack of the critical path. The most critical setup path has its endpoint at romOutput[2].

The library cell contributing the largest single delay on the critical path is sky130_fd_sc_hd__mux4_2. The worst-path maximum fanout works out to 3. The worst slew margin relative to its limit came out at 0.887.

The required time at the endpoint of the critical path came out at 1.12 ns. The chip occupies 6400 um^2. STA classifies the critical path endpoint as an output port. The wire length per cell is 6.39 um, and the final count of negative-setup-slack endpoints is 1. Setup repair after global routing could not meet its margin everywhere.

The initial antenna violation count was 0; the number of top-level pins was 9. The die is 80 um tall. The top cell type in the final layout, fill and taps aside, is sky130_fd_sc_hd__buf_2. Warnings raised by the tools during the run amount to 37. For the pin with the worst max-slew slack, the measured transition is 0.164 ns. The instance tally after logic synthesis came out at 18. The AND-OR/OR-AND share of the synthesized area was 0.168; the ratio of total power to cell area was 238 nW/um^2. The share of cell area taken by muxes after synthesis is 0.272, and the fraction of synthesized cell area in xor and xnor cells is 0. The post-placement cell area is 327 um^2.

The highest clock rate this design can be run at is 700 MHz. In the routed design, unresolved DRC markers number 0. For the completed layout, the total cell area is recorded as 359 um^2. After legalization and detailed placement, the total HPWL measured 404 um.

Per the power-grid run, VDD falls by no more than 0.0000348 V. With the DRC violation total after the first TritonRoute iteration at 4, the synthesis-to-layout area growth is 130%. The post-layout minimum cycle time is 1.43 ns. The signal on the critical path passes through buf_8 > inv_8 > ha_4 > inv_2 > mux4_2 > buf_2.

The tools report the fill cell instance count of the final layout as 398. The row count is 21, and the post-synth area from yosys stat is 156 um^2. After detailed routing, the total wire length is 486 um.

Synthesized area divided by synthesized cell count: 8.69 um^2. The effective utilization at floorplan was 0.0458; the number of hold violations in the final report was 0. Among the non-sequential cells, adder cells take the most area. Pin count of the biggest net entering global routing: 6. For the static leakage power, the log shows 0.144 nW.

The number of hold buffers added after CTS was 0. With the via count of the first global-routing pass at 162, the number of routed nets with antenna violations is 0. The number of warning messages in the yosys log is 1. Sum of overflow across all layers after global routing: 0. The area fraction in full adders, half adders and majority gates is 0.320, and the ratio of final minimum period to clock period is 1.02.

The region available for standard cell placement spans 3420 um^2. Hold is met by 0.895 ns. The number of violations of the max-capacitance limit came out at 0.

Path type of the worst min-delay path: in2out. The fraction of final layout cells with drive strength greater than 1 is 0.667. Yosys stat counts 18 cells in the synthesized netlist. The vias after detailed routing is 177.

The tally of buffers added on design ports is 9, and the tally of clock buffers in the finished layout is 0. The post-synthesis simple-gate area fraction was 0.0960; the total power draw was 0.0855 mW. The worst setup path is launched from an input pin. The startpoint-to-endpoint class of the critical path was in2out. With the total track usage at 0.0129, the signal arrival time at the worst endpoint is 1.15 ns.

According to the report, the first pass of detailed routing completed in 2 iterations. Per the layout area report, the register area comes to 0 um^2. After detailed routing, the number of vias per cell comes to 2.33. With the sequential fraction of the synthesis area at 0, the die outline width is 80 um.

The total standard cell area after synthesis was 156 um^2; the number of antenna cells inserted was 0. In the layout the commonest cells are sky130_fd_sc_hd__buf_2 (4), sky130_fd_sc_hd__buf_4 (3), sky130_fd_sc_hd__mux2i_1 (2), sky130_fd_sc_hd__ha_4 (2), sky130_fd_sc_hd__buf_8 (2). The critical path starts at romAddr[0].
metal layers:
metal	track usage	vias up	share of wire
met5	0	-	0
met4	0	0	0
met3	0.00568	0	0.15
met2	0.0209	8	0.36
met1	0.0165	80	0.48
li1	-	89	-
power breakdown:
part	total (mW)	internal, mW	switching [mW]
clock network	0	0	0
logic	0.0855	0.0526	0.0329
registers	0	0	0
kinds of logic (layout without fill, tap and decap cells):
kind of cell / Yosys count / count (layout)
AOI/OAI and AO/OA: 3 / 3
adders and majority gates: 4 / 4
buffers and inverters: 5 / 17
muxes: 3 / 3
and+or+nand+nor: 3 / 3
worst min-delay path by stage:
stage	start	end	slack [ns]	cells past startpoint
4_1_cts	romAddr[2]	romOutput[0]	0.94	3
5_1_grt	romAddr[2]	romOutput[1]	0.94	3
6_report	romAddr[2]	romOutput[1]	0.90	3
synthesized netlist by cell type:
library cell / count / area share
sky130_fd_sc_hd__a22o_2: 1 / 0.064
sky130_fd_sc_hd__buf_4: 1 / 0.048
sky130_fd_sc_hd__ha_1: 4 / 0.32
sky130_fd_sc_hd__inv_1: 4 / 0.096
sky130_fd_sc_hd__mux2i_1: 2 / 0.13
sky130_fd_sc_hd__mux4_2: 1 / 0.14
sky130_fd_sc_hd__nand2_1: 1 / 0.024
sky130_fd_sc_hd__nor2_1: 1 / 0.024
sky130_fd_sc_hd__nor3b_1: 1 / 0.048
sky130_fd_sc_hd__o21bai_1: 1 / 0.048
sky130_fd_sc_hd__o2bb2ai_1: 1 / 0.056
stage by stage:
step	utilization	TNS, ns	std cells	worst slack (ns)
6_report	0.105	-0.0285	76	-0.0285
3_3_place_gp	0.0956	-3.25	76	-0.850
2_1_floorplan	-	0	18	0.145
3_5_place_dp	0.0956	-3.26	76	-0.855
5_1_grt	0.105	-0.0761	76	-0.0598
4_1_cts	0.105	-0.0289	76	-0.0289
critical path: cells and delay by family:
family | cells | cell delay (ns)
mux | 1 | 0.43
buf+inv | 4 | 0.32
fa+ha+maj | 1 | 0.13
cell type report:
cell class	instances	area [um^2]	share of cell area
multi-input cells	13	166	0.463
repair buffers	13	108	0.300
well taps	46	57.6	0.160
inverters	4	27.5	0.0767
what timing repair did:
item | 4_1_cts | 5_1_grt
pin swaps | 4 | 1
gates resized | 44 | 3
endpoints found under the setup margin | 5 | 4
setup buffers | 0 | 0
Power figures rest on the tool's default switching activity, not on a simulated workload.
